==> design/flow/design.v <==
module SPI_Master #(
    parameter WIDTH=8
) (
    input   wire                    i_Clk,i_Rst_L,i_TX_DV,i_SPI_MISO,
    input   wire  [WIDTH-1:0]       i_TX_Byte,
    output  wire  [WIDTH-1:0]       o_RX_Byte,
    output  wire                    o_SPI_MOSI,o_TX_Ready,o_SPI_Clk 
);
wire o_trailing_edge,o_leading_edge;
wire cpol = 1'b1;
rst_sync u_rst_sync (
.clk(i_Clk),
.async_rst(i_Rst_L),
.sync_rst(sync_rst)
);
clock_divider u_clock_divider (
.i_rst_l(sync_rst),
.i_clk(i_Clk),
.i_cpol(cpol),
.i_tx_valid(i_TX_DV),
.o_clk(o_SPI_Clk),
.o_tx_rdy(o_TX_Ready),
.o_leading_edge(o_leading_edge),
.o_trailing_edge(o_trailing_edge)
);
serializer #(.WIDTH(WIDTH)) u_serializer(
    .clk(i_Clk),
    .enable(o_leading_edge),
    .rst(sync_rst),
    .data_valid(i_TX_DV),
    .i_data(i_TX_Byte),
    .o_data(o_SPI_MOSI)
    );
deserializer #(.WIDTH(WIDTH)) u_deserializer (
    .clk(i_Clk),
    .enable(o_trailing_edge),
    .rst(sync_rst),
    .i_bit(i_SPI_MISO),
    .o_data(o_RX_Byte)
);
endmodule
module clock_divider #(parameter DIVIDE=8)(
    input wire i_rst_l,
    input wire i_clk,
    input wire i_cpol,
    input wire i_tx_valid,
    output wire o_clk,
    output wire o_tx_rdy,
    output wire o_leading_edge,
    output wire o_trailing_edge
);
localparam N = $clog2(DIVIDE);
wire clock_divided;
reg oclk_en;
reg [N-1:0] counter;
always @(posedge i_clk or negedge i_rst_l) begin
    if(!i_rst_l)
        counter <= 'b0;
    else if(i_tx_valid && i_cpol==1'b1)
        counter <= 'b0;
    else if(i_tx_valid && i_cpol==1'b0)
        counter <= 'b100;
    else if(oclk_en)
        counter <= counter + 'b1;
end
reg [3:0] valid_delayed;
always @(posedge i_clk or negedge i_rst_l) begin
    if(!i_rst_l)
        valid_delayed <= 3'b0;
    else
        valid_delayed <= {i_tx_valid, valid_delayed[3:1]};
end
reg [3:0] edge_counter;
wire clken_valid = oclk_en | valid_delayed[0];
wire finish = (edge_counter==4'd8)?1'b0:1'b1;
always @(posedge i_clk or negedge i_rst_l) begin
    if(!i_rst_l)
        oclk_en <= 1'b0;
    else
        oclk_en <= clken_valid & finish;
end
reg [2:0] leading_counter;
always @(posedge i_clk or negedge i_rst_l) begin
    if(!i_rst_l)
        leading_counter <= 'b0;
    else if(i_tx_valid)
        leading_counter <= 'b0;
    else if(clken_valid)
        leading_counter <= leading_counter + 'b1;
end
always @(posedge i_clk or negedge i_rst_l) begin
    if(!i_rst_l)
        edge_counter <= 4'b0;
    else if(i_tx_valid)
        edge_counter <= 'b0;
    else if(o_trailing_edge)
        edge_counter <= edge_counter + 4'b1;
end
assign clock_divided = counter[N-1];
assign o_tx_rdy      = (edge_counter == 4'd7 && o_trailing_edge)? 1'b1:1'b0;
assign o_clk = (oclk_en)?clock_divided:i_cpol;
assign o_leading_edge = (leading_counter == 3'b0 && clken_valid)?1'b1:1'b0;
assign o_trailing_edge= (counter == 3'b011 & i_cpol || counter == 3'b111 & !i_cpol)?1'b1:1'b0;
endmodule
module deserializer #(
    parameter WIDTH=8
) (
    input  wire                          clk,rst,enable,i_bit,
    output wire [WIDTH-1:0]              o_data 
);
reg [WIDTH-1:0] shift_reg;
always @(posedge clk, negedge rst) begin
    if(!rst)
        shift_reg <= 'b0;
    else if(enable)
        shift_reg <= {shift_reg[WIDTH-2:0], i_bit};
end
assign o_data = shift_reg;
endmodule
module rst_sync (
    input wire clk,
    input wire async_rst,
    output reg sync_rst
);
reg reg_a;
always @(posedge clk, negedge async_rst) begin
    if(!async_rst) begin
        reg_a       <= 1'b0;
        sync_rst    <= 1'b0;
    end else begin
        reg_a       <= 1'b1;
        sync_rst    <= reg_a;
    end
end
endmodule
module serializer #(
    parameter  WIDTH=8
) (
    input  wire clk,enable,rst,data_valid,
    input  wire [WIDTH-1:0] i_data,
    output wire o_data
);
reg [WIDTH-1:0] shift_reg;
 always @(posedge clk or negedge rst) begin
     if (!rst)
        shift_reg <= 'b0;        
     else if(data_valid)
        shift_reg <= i_data;
     else if(enable)
        shift_reg <= {shift_reg[WIDTH-1:0], 1'b0};
 end
assign o_data = shift_reg[WIDTH-1];
endmodule
==> design/flow/run.sh <==
#!/bin/bash
# OpenROAD 26Q1-2900-gdf79404cd8, Yosys 0.63+post, stock flow scripts
make -C /OpenROAD-flow-scripts/flow DESIGN_CONFIG=/design/flow/config.mk WORK_HOME=/design/flow/orfs finish
==> design/flow/config.mk <==
export PLATFORM = sky130hd
export DESIGN_NAME = SPI_Master
export DESIGN_NICKNAME = SPI_Master
export VERILOG_FILES = /design/flow/design.v
export SDC_FILE = /design/flow/constraint.sdc
export NUM_CORES = 4
export LEC_CHECK = 1
export CORE_AREA = 10 10 110 110
export DIE_AREA = 0 0 120 120
==> design/flow/constraint.sdc <==
current_design SPI_Master

set clk_period 2.3
set clk_io_pct 0.2

create_clock -name clk0 -period $clk_period [get_ports {i_Clk}]

set non_clock_inputs [all_inputs -no_clocks]
set_input_delay [expr $clk_period * $clk_io_pct] -clock clk0 $non_clock_inputs
set_output_delay [expr $clk_period * $clk_io_pct] -clock clk0 [all_outputs]
==> results.txt <==
On the backend side, the flow ran end to end.

In the routed design, unresolved DRC markers number 0. The final cycle utilization of the critical path stands at 93.48%. Looking at the setup timing report, the critical path kind is flop to output port. The initial antenna violation count is 0. The via count of the first global-routing pass stands at 931.

Of the post-synthesis cell area, the dominant cell type holds 58.15%. The number of placed cells counting well taps stands at 268. Counting every sink on the clock net gives 33. The floorplan has 36 rows.

The layout overhead on the synthesized area stands at 34.01%. The flow reports an fmax of 0.4651 GHz. Once placement finished, the instance area stood at 1804 sq um.

The total of flip-flops plus latches after synthesis stands at 33. The total wirelength of the detailed-routed design stands at 2768 microns. Looking at the critical path, the single cell with the biggest stage delay is clkdlybuf4s50_1. In the synthesized netlist, the number of instances is 115. The overall track demand over capacity in global routing stands at 4.047%. The number of setup violations in the final report stands at 0. Counting distinct cell types in the post-synthesis netlist gives 25. The maximum fanout along the worst path stands at 2. In the final layout, the share of cells above drive strength 1 is 16.67%. The number of buffers inserted during clock tree synthesis stands at 5. The global route total overflow stands at 0. Buffers inserted to repair hold after CTS numbered 0. The share of the core area taken by cells at floorplan is 14.53%. The stage-log warning count stands at 27. The flow ran to the end, and the final reports show no timing, DRC or antenna violations. The data arrival time of the critical path stands at 1.69 ns.

Entering global routing, the biggest net connects 32 pins. In the layout the commonest cells are 33 x dfrtp_1, 22 x clkdlybuf4s50_1, 10 x nor2_1, 8 x mux2_2. Per the detail_route report, the via count comes to 884.

The ratio of total power to cell area stands at 724.2 nW/um^2. For this design the static power due to leakage is 0.7941 nW. The warning tally printed by Yosys for this design is 5. After the flow finishes, the layout carries non-filler instances totaling 277. Setup repair after global routing left no endpoint under its margin.

Dividing the detail-routed wire length by the instance count gives 9.993 microns. The final worst clock skew stands at 0.006790 ns. After synthesis, flip-flops and latches occupy 58.15% of the total area.

The estimated wirelength of the detail-placed design stands at 2003 microns. Antenna repair during routing inserted a diode count of 0. The detailed-route vias per instance stands at 3.191. The library cell used most frequently in the layout, excluding fill and tap cells, is dfrtp_1. The area of the die stands at 14400 sq um. TritonCTS built the clock tree. The biggest area contributor in the post-synthesis netlist is dfrtp_1. The total area inside the core boundary comes to 9774 sq um. The final weighted congestion recorded by global placement is 0.8336. The shortest period the worst path allows stands at 2.150 ns. After clock tree synthesis, the clock-pin slew on the worst setup and hold paths is 0.07 ns. After synthesis, the cell types taking the most area are dfrtp_1 58%, mux2_2 6.3%, ha_1 5.3%. The data required time at the worst endpoint stands at 1.84 ns. The total power stands at 1.378 mW. The wire length of the first global-routing pass stands at 4830 microns. For this run, the slowest stage of the critical path takes 0.49 ns. The post-synthesis area per instance stands at 12.35 sq um. The horizontal die dimension reported for this design is 120 microns. The number of buffers added on ports stands at 22. Per the Yosys statistics, synthesis produced 115 cells. The insertion delay to the later sink of the worst-skew pair stands at 0.28 ns.

According to the report, the first pass of detailed routing completed in 4 iterations. The count of nets left with antenna violations after detail routing stands at 0. Looking at the clock tree report, the root buffer type is clkbuf_8. The top-level port count stands at 23. The accumulated negative setup slack stands at 0 ns. The die height stands at 120 microns.

In this run the worst hold path is classified as flop to asynchronous set/reset pin. The number of endpoints with negative hold slack in the final report stands at 0. The worst path setup slack after routing stands at 0.1500 ns. The cell area after technology mapping stands at 1420 sq um. The initial DRC count stands at 27.

The number of pins with negative max-slew slack in the final report stands at 0. Summing all non-filler instances in the final layout gives an area of 1903 sq um. The chip area line in the Yosys stat output reads 1420 sq um. STA classifies the critical path endpoint as an output port. The maximum ir drop on the vdd rail stands at 0.0003338 V. Logged for this run, the post-placement worst setup slack is 0.3516 ns.

STA classifies the critical path startpoint as a flop. Per STA, the worst path is made up of ha_1 -> ha_1 -> nand2_1 -> nor3_2 -> clkdlybuf4s50_1. The number of maximum-capacitance violations recorded for the run is 0.

CTS reports a maximum clock tree buffer depth of 2. The maximum level of the CTS H-tree stands at 2. The timing report shows the most common cell along the critical path to be ha_1.
==> per-stage QoR <==
stage,utilization [%],hold slack (ns)
after floorplan,-,0.1644
after global placement,18.46,0.2765
after detailed placement,18.46,0.2740
after CTS,19.34,0.2760
after global routing,19.47,0.3177
final,19.47,0.2568
==> cell usage after synthesis (all sizes together) <==
master,n
nand2b,1
mux2,8
nor3,1
buf,6
a211oi,1
xor2,2
dfrtp,33
nand2,4
nor3b,6
or2,1
ha,6
nor4b,1
mux2i,2
o21ai,4
a221o,7
clkbuf,1
nor2,10
inv,6
nor2b,7
a31oi,1
a21oi,1
xnor2,4
conb,1
nand4,1
==> cell type report <==
cell class,instances,area (sq um)
fill,1078,7871
multi-input combinational,69,536.8
sequential,33,825.8
timing repair buffer,28,265.3
clock inverter,3,17.52
tap,133,166.4
clock buffer,5,68.82
inverter,6,22.52
==> power breakdown <==
| group | internal (mW) | switching [mW] | total (mW) | leakage (nW) |
|---|---|---|---|---|
| Sequential | 0.657 | 0.0416 | 0.699 | 0.417 |
| Clock | 0.209 | 0.212 | 0.421 | 0.0439 |
| Combinational | 0.174 | 0.0846 | 0.259 | 0.333 |
| Total | 1.04 | 0.338 | 1.38 | 0.794 |
==> cells by family (layout without fill, tap and decap cells) <==
group	count (synthesis)	in the layout	share of synthesized area [%]
compound gates	14	14	7.666
xor+xnor	6	6	3.700
fa+ha+maj	6	6	5.286
buf+inv	13	42	4.405
flops	33	33	58.15
mux	10	10	7.754
other cells	1	1	0.2641
simple gates	32	32	12.78
==> worst max-delay path: cells and delay by family, from the launching register on <==
| family | cells | cell delay, ns |
|---|---|---|
| adder cells (fa/ha/maj) | 2 | 0.34 |
| buffers and inverters | 1 | 0.49 |
| flip-flops | 1 | 0.35 |
| AND/OR/NAND/NOR | 2 | 0.23 |
==> path summary, 6_finish.rpt <==
path,endpoint,depth (start not counted),start,slack [ns]
max in group asynchronous,u_serializer.shift_reg[5],1,u_rst_sync.sync_rst,1.74
setup reg to reg,u_serializer.shift_reg[4],5,u_clock_divider.leading_counter[0],0.70
setup / recovery,o_TX_Ready,5,u_clock_divider.counter[0],0.15
hold / removal,u_deserializer.shift_reg[3],1,u_rst_sync.sync_rst,0.26
hold reg to reg,u_deserializer.shift_reg[3],1,u_rst_sync.sync_rst,0.26
min in group clk0,u_clock_divider.valid_delayed[1],0,u_clock_divider.valid_delayed[2],0.35
==> metal layers <==
layer  part of all wire (%)  wire length, microns  vias up  global-route usage [%]
li1                       -                     -      446                       -
met1                     49                  1352      415                   5.536
met2                     43                  1196       17                   5.949
met3                    6.4                   178        6                   1.713
met4                    1.4                    40        0                  0.6787
met5                      0                     0        -                       0
==> repair_timing <==
action	CTS	global route
resized	0	1
buffers inserted	0	1
setup endpoints to repair	0	1
Power and IR drop assume default switching activity.
